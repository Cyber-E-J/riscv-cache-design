[flow/config.mk]
export PLATFORM = sky130hd
export DESIGN_NAME = cmu
export DESIGN_NICKNAME = cmu
export VERILOG_FILES = /design/flow/design.v
export SDC_FILE = /design/flow/constraint.sdc
export NUM_CORES = 4
export LEC_CHECK = 1
export CORE_UTILIZATION = 30
export SYNTH_MEMORY_MAX_BITS = 65536
[flow/constraint.sdc]
current_design cmu

set clk_period 20.1
set clk_io_pct 0.2

create_clock -name clk0 -period $clk_period [get_ports {clk}]

set non_clock_inputs [all_inputs -no_clocks]
set_input_delay [expr $clk_period * $clk_io_pct] -clock clk0 $non_clock_inputs
set_output_delay [expr $clk_period * $clk_io_pct] -clock clk0 [all_outputs]
[flow/design.v]
module cache (
	input wire clk,   
	input wire rst,   
	input wire [ADDR_BITS-1:0] addr,   
    input wire load,     
	input wire store,   
	input wire edit,   
	input wire invalid,   
    input wire [2:0] u_b_h_w,  
	input wire [31:0] din,   
	output reg hit = 0,   
	output reg [31:0] dout = 0,   
	output reg valid = 0,   
	output reg dirty = 0,   
	output reg [TAG_BITS-1:0] tag = 0   
	);
    localparam 
    ADDR_BITS = 32,
    WORD_BYTES = 4,
    WORD_BYTES_WIDTH = 2,    
    WORD_BITS = (WORD_BYTES * 8),
    ELEMENT_WORDS = 4,
    ELEMENT_WORDS_WIDTH = 2,    
    BLOCK_WIDTH = (ELEMENT_WORDS_WIDTH + WORD_BYTES_WIDTH),    
    ELEMENT_NUM = 64,
    WAYS = 2,
    ELEMENT_INDEX_WIDTH = 6,    
    SET_INDEX_WIDTH = 5,    
    TAG_BITS = (ADDR_BITS - SET_INDEX_WIDTH - BLOCK_WIDTH);   
    wire [31:0] word1, word2;
    wire [15:0] half_word1, half_word2;
    wire [7:0]  byte1, byte2;
    wire recent1, recent2, valid1, valid2, dirty1, dirty2;
    wire [TAG_BITS-1:0] tag1, tag2;
    wire hit1, hit2;
    reg [ELEMENT_NUM-1:0] inner_recent = 0;
    reg [ELEMENT_NUM-1:0] inner_valid = 0;
    reg [ELEMENT_NUM-1:0] inner_dirty = 0;
    reg [TAG_BITS-1:0] inner_tag [0:ELEMENT_NUM-1];
    reg [31:0] inner_data [0:ELEMENT_NUM*ELEMENT_WORDS-1];
    integer i;
    initial begin
        for (i = 0; i < ELEMENT_NUM; i = i + 1)
            inner_tag[i] = 23'b0;
        for (i = 0; i < ELEMENT_NUM*ELEMENT_WORDS; i = i + 1)
            inner_data[i] = 32'b0;
    end
    wire [TAG_BITS-1:0] addr_tag;
    wire [SET_INDEX_WIDTH-1:0] addr_index;      
    wire [ELEMENT_INDEX_WIDTH-1:0] addr_element1; 
    wire [ELEMENT_INDEX_WIDTH-1:0] addr_element2;      
    wire [ELEMENT_INDEX_WIDTH+ELEMENT_WORDS_WIDTH-1:0] addr_word1;
    wire [ELEMENT_INDEX_WIDTH+ELEMENT_WORDS_WIDTH-1:0] addr_word2;  
    assign addr_tag = addr[ADDR_BITS-1:ADDR_BITS-TAG_BITS];  
    assign addr_index = addr[ADDR_BITS-TAG_BITS-1:ELEMENT_WORDS_WIDTH+WORD_BYTES_WIDTH];    
    assign addr_element1 = {addr_index, 1'b0};
    assign addr_element2 = {addr_index, 1'b1};       
    assign addr_word1 = {addr_element1, addr[ELEMENT_WORDS_WIDTH+WORD_BYTES_WIDTH-1:WORD_BYTES_WIDTH]};
    assign addr_word2 = {addr_element2, addr[ELEMENT_WORDS_WIDTH+WORD_BYTES_WIDTH-1:WORD_BYTES_WIDTH]};            
    assign word1 = inner_data[addr_word1];
    assign word2 = inner_data[addr_word2];                 
    assign half_word1 = addr[1] ? word1[31:16] : word1[15:0];
    assign half_word2 = addr[1] ? word2[31:16] : word2[15:0];            
    assign byte1 = addr[1] ?
                    addr[0] ? word1[31:24] : word1[23:16] :
                    addr[0] ? word1[15:8] :  word1[7:0]   ;
    assign byte2 = addr[1] ?
                    addr[0] ? word2[31:24] : word2[23:16] :
                    addr[0] ? word2[15:8] :  word2[7:0]   ;                
    assign recent1 = inner_recent[addr_element1];
    assign recent2 = inner_recent[addr_element2];               
    assign valid1 = inner_valid[addr_element1];
    assign valid2 = inner_valid[addr_element2];                
    assign dirty1 = inner_dirty[addr_element1];
    assign dirty2 = inner_dirty[addr_element2];                
    assign tag1 = inner_tag[addr_element1];
    assign tag2 = inner_tag[addr_element2];                  
    assign hit1 = valid1 & (tag1 == addr_tag);
    assign hit2 = valid2 & (tag2 == addr_tag);                  
    always @ (posedge clk) begin
        hit <= hit1 | hit2;
        if (recent1)
          begin
            valid <= valid2;
            dirty <= dirty2;
            tag <= tag2;
          end
        else
          begin
            valid <= valid1;
            dirty <= dirty1;
            tag <= tag1;
          end
        if (load) begin
            if (hit1) begin
                dout <=
                    u_b_h_w[1] ? word1 :
                    u_b_h_w[0] ? {u_b_h_w[2] ? 16'b0 : {16{half_word1[15]}}, half_word1} :
                    {u_b_h_w[2] ? 24'b0 : {24{byte1[7]}}, byte1};
                inner_recent[addr_element1] <= 1'b1;
                inner_recent[addr_element2] <= 1'b0;
            end
            else if (hit2) begin
                        dout <=
                             u_b_h_w[1] ? word2 :
                             u_b_h_w[0] ? {u_b_h_w[2] ? 16'b0 : {16{half_word2[15]}}, half_word2} :
                             {u_b_h_w[2] ? 24'b0 : {24{byte2[7]}}, byte2};
                        inner_recent[addr_element1] <= 1'b0;
                        inner_recent[addr_element2] <= 1'b1;
            end
        end
        else dout <= inner_data[ recent1 ? addr_word2 : addr_word1 ];
        if (edit) begin
            if (hit1) begin
                inner_data[addr_word1] <= 
                    u_b_h_w[1] ?         
                        din
                    :
                        u_b_h_w[0] ?     
                            addr[1] ?        
                                {din[15:0], word1[15:0]} 
                            :
                                {word1[31:16], din[15:0]} 
                        :    
                            addr[1] ?
                                addr[0] ?
                                    {din[7:0], word1[23:0]}    
                                :
                                    {word1[31:24], din[7:0], word1[15:0]}  
                            :
                                addr[0] ?
                                    {word1[31:16], din[7:0], word1[7:0]}    
                                :
                                    {word1[31:8], din[7:0]}  
                ;
                inner_dirty[addr_element1] <= 1'b1;
                inner_recent[addr_element1] <= 1'b1;
                inner_recent[addr_element2] <= 1'b0;
            end
            else if (hit2) begin
                        inner_data[addr_word2] <=
                                  u_b_h_w[1] ?         
                                  din
                                  :
                                  u_b_h_w[0] ?     
                                  addr[1] ?        
                                  {din[15:0], word2[15:0]}
                                  :
                                  {word2[31:16], din[15:0]}
                      :    
                                  addr[1] ?
                                  addr[0] ?
                                  {din[7:0], word2[23:0]}    
                                  :
                                  {word2[31:24], din[7:0], word2[15:0]}  
                      :
                                  addr[0] ?
                                  {word2[31:16], din[7:0], word2[7:0]}    
                                  :
                                  {word2[31:8], din[7:0]}  
                                  ;
                        inner_dirty[addr_element2] <= 1'b1;
                        inner_recent[addr_element1] <= 1'b0;
                        inner_recent[addr_element2] <= 1'b1;
            end
        end
        if (store) begin
            if (recent1) begin   
                inner_data[addr_word2] <= din;
                inner_valid[addr_element2] <= 1'b1;
                inner_dirty[addr_element2] <= 1'b0;
                inner_tag[addr_element2] <= addr_tag;
            end else begin
                       inner_data[addr_word1] <= din;
                       inner_valid[addr_element1] <= 1'b1;
                       inner_dirty[addr_element1] <= 1'b0;
                       inner_tag[addr_element1] <= addr_tag;
            end
        end
        if (invalid) begin
            inner_recent[addr_element1] <= 1'b0;
            inner_recent[addr_element2] <= 1'b0;
            inner_valid[addr_element1] <= 1'b0;
            inner_valid[addr_element2] <= 1'b0;
            inner_dirty[addr_element1] <= 1'b0;
            inner_dirty[addr_element2] <= 1'b0;
        end
    end
endmodule
module cmu (
		input clk,
		input rst,
		input [31:0] addr_rw,
		input en_r,
		input en_w,
        input [2:0] u_b_h_w,
		input [31:0] data_w,
		output [31:0] data_r,
		output stall,
		output reg mem_cs_o = 0,
		output reg mem_we_o = 0,
		output reg [31:0] mem_addr_o = 0,
		input [31:0] mem_data_i,
		output [31:0] mem_data_o,
		input mem_ack_i,
        output [2:0] cmu_state
	);
    localparam 
    ADDR_BITS = 32,
    WORD_BYTES = 4,
    WORD_BYTES_WIDTH = 2,    
    WORD_BITS = (WORD_BYTES * 8),
    ELEMENT_WORDS = 4,
    ELEMENT_WORDS_WIDTH = 2,    
    BLOCK_WIDTH = (ELEMENT_WORDS_WIDTH + WORD_BYTES_WIDTH),    
    ELEMENT_NUM = 64,
    WAYS = 2,
    ELEMENT_INDEX_WIDTH = 6,    
    SET_INDEX_WIDTH = 5,    
    TAG_BITS = (ADDR_BITS - SET_INDEX_WIDTH - BLOCK_WIDTH);   
    reg [ADDR_BITS-1:0] cache_addr = 0;
    reg cache_load = 0;
    reg cache_store = 0;
    reg cache_edit = 0;
    reg [2:0] cache_u_b_h_w = 0;
    reg [WORD_BITS-1:0] cache_din = 0;
    wire cache_hit;
    wire [WORD_BITS-1:0] cache_dout;
    wire cache_valid;
    wire cache_dirty;
    wire [TAG_BITS-1:0] cache_tag;
    cache CACHE (
        .clk(~clk),
        .rst(rst),
        .addr(cache_addr),
        .load(cache_load),
        .store(cache_store),
        .edit(cache_edit),
        .invalid(1'b0),
        .u_b_h_w(cache_u_b_h_w),
        .din(cache_din),
        .hit(cache_hit),
        .dout(cache_dout),
        .valid(cache_valid),
        .dirty(cache_dirty),
        .tag(cache_tag)
    );
    localparam
        S_IDLE = 0,
        S_PRE_BACK = 1,
        S_BACK = 2,
        S_FILL = 3,
        S_WAIT = 4;
    reg [2:0]state = 0;
    reg [2:0]next_state = 0;
    reg [ELEMENT_WORDS_WIDTH-1:0]word_count = 0;
    reg [ELEMENT_WORDS_WIDTH-1:0]next_word_count = 0;
    assign cmu_state = state;
    always @ (posedge clk) begin
        if (rst) begin
            state <= S_IDLE;
            word_count <= 2'b00;
        end
        else begin
            state <= next_state;
            word_count <= next_word_count;
        end
    end
    always @ (*) begin
        if (rst) begin
            next_state = S_IDLE;
            next_word_count = 2'b00;
        end
        else begin
            case (state)
                S_IDLE: begin
                    if (en_r || en_w) begin
                        if (cache_hit)
                            next_state = S_IDLE;
                        else if (cache_valid && cache_dirty)
                            next_state = S_PRE_BACK;
                        else
                            next_state = S_FILL;
                    end
                    next_word_count = 2'b00;
                end
                S_PRE_BACK: begin
                    next_state = S_BACK;
                    next_word_count = 2'b00;
                end
                S_BACK: begin
                    if (mem_ack_i && word_count == {ELEMENT_WORDS_WIDTH{1'b1}})     
                        next_state = S_FILL;
                    else
                        next_state = S_BACK;
                    if (mem_ack_i)
                        next_word_count = word_count+1;
                    else
                        next_word_count = word_count;
                end
                S_FILL: begin
                    if (mem_ack_i && word_count == {ELEMENT_WORDS_WIDTH{1'b1}})
                        next_state = S_WAIT;
                    else
                        next_state = S_FILL;
                    if (mem_ack_i)
                        next_word_count = word_count+1;
                    else
                        next_word_count = word_count;
                end
                S_WAIT: begin
                    next_state = S_IDLE;
                    next_word_count = 2'b00;
                end
            endcase
        end
    end
    always @ (*) begin
        case(state)
            S_IDLE, S_WAIT: begin
                cache_addr = addr_rw;
                cache_load = en_r;
                cache_edit = en_w;
                cache_store = 1'b0;
                cache_u_b_h_w = u_b_h_w;
                cache_din = data_w;
            end
            S_BACK, S_PRE_BACK: begin
                cache_addr = {addr_rw[ADDR_BITS-1:BLOCK_WIDTH], next_word_count, {ELEMENT_WORDS_WIDTH{1'b0}}};
                cache_load = 1'b0;
                cache_edit = 1'b0;
                cache_store = 1'b0;
                cache_u_b_h_w = 3'b010;
                cache_din = 32'b0;
            end
            S_FILL: begin
                cache_addr = {addr_rw[ADDR_BITS-1:BLOCK_WIDTH], word_count, {ELEMENT_WORDS_WIDTH{1'b0}}};
                cache_load = 1'b0;
                cache_edit = 1'b0;
                cache_store = mem_ack_i;
                cache_u_b_h_w = 3'b010;
                cache_din = mem_data_i;
            end
        endcase
    end
    assign data_r = cache_dout;
    always @ (*) begin
        case (next_state)
            S_IDLE, S_PRE_BACK, S_WAIT: begin
                mem_cs_o = 1'b0;
                mem_we_o = 1'b0;
                mem_addr_o = 32'b0;
            end
            S_BACK: begin
                mem_cs_o = 1'b1;
                mem_we_o = 1'b1;
                mem_addr_o = {cache_tag, addr_rw[ADDR_BITS-TAG_BITS-1:BLOCK_WIDTH], next_word_count, {ELEMENT_WORDS_WIDTH{1'b0}}};
            end
            S_FILL: begin
                mem_cs_o = 1'b1;
                mem_we_o = 1'b0;
                mem_addr_o = {addr_rw[ADDR_BITS-1:BLOCK_WIDTH], next_word_count, {ELEMENT_WORDS_WIDTH{1'b0}}};
            end
        endcase
    end
    assign mem_data_o = cache_dout;
    assign stall = (next_state != S_IDLE) ;
endmodule
[flow/run.sh]
#!/bin/bash
# OpenROAD 26Q1-2900-gdf79404cd8, Yosys 0.63+post, stock flow scripts
make -C /OpenROAD-flow-scripts/flow DESIGN_CONFIG=/design/flow/config.mk WORK_HOME=/design/flow/orfs finish
==> flow_summary.yaml <==
# generated from flow reports
placed_design:
  dp_worst_setup_slack_ps: 5160
  detailedPlacementHpwl_um: 1130000
  place_congestion: 1.073
  post-place-cells: 37620
  port_buffers: 203
setup_path:
  register_to_register_setup_slack_ps: 9230
  critPathSlowestCell: "clkdlybuf4s50_1"
  path_delay_family: "buffers and inverters"
  crit_path_capture_type: "output port"
  timing.critical_path.fanout_max: 2
  critical_path.reg2reg.startpoint: "CACHE.inner_tag[7][6]$_DFFE_NP_"
  cp-start-kind: "flop"
  timing.critical_path.slowest_cell_delay_ps: 480
  worst_setup_path_startpoint: "CACHE.dout[18]$_DFFE_NP_"
  worstPathRequired_ps: 16080
  cp_num_buf_inv: 1
  worst-setup-path-type: "reg -> out"
  critical_path_arrival_ps: 12230
  worst_r2r_path_depth: 23
  worstReg2RegEnd: "CACHE.inner_data[90][24]$_DFFE_NP_"
  path_cells: "clkdlybuf4s50_1"
die:
  initCoreUtil_pct: 30.07
  std_cell_rows: 424
  design.core.area_um2: 1332000
  floorplan.io_pins: 206
  die_y_um: 1158
  die_width_um: 1158
  chip_area_um2: 1340000
cells_and_area:
  synthToLayoutAreaGrowth_pct: 27.38
  drive_above_1_share_pct: 21.61
  final-instance-count-excl-fill: 50210
  num-fill-cells: 118100
global_routing:
  largest_net_degree_at_the_start_of_global_routing: 102
  global_route.peak_usage_layer: "met2"
  grt_met1_usage_pct: 23.50
  grt.total_usage_pct: 27.67
  grt_first_pass_wirelength_um: 2283000
  gr_met3_demand_resource_pct: 30.85
  grt_pass1_vias: 284600
  number_of_antenna_violations_at_the_first_check_in_global_routing: 332
  met2_usage_pct: 33.95
  globalRouteOverflowTotal: 0
clock_tree:
  cts_tree: "done"
  clock_latency_ps: 1350
  cts.reportedPaths.clkPinSlew_ps: 50
  cts_max_path_buffers: 6
  cts_made_buffers: 1169
  h-tree-depth: 7
  cts_hold_repair.buffers: 0
  cts.repair_timing.setup_buffer_count: 0
  clk_root_buffer_cell: "clkbuf_16"
  cts_resized: 0
sta:
  final_report_hold_violation_count: 0
  final.setup.tns_ps: 0
  worst_slew_margin_relative_to_its_limit_pct: -1.578
  final_slew_violations: 11
  worst_hold_slack_ps: 470.6
  clock-skew-final_ps: 294.0
  final-setup-viol-count: 0
  rsz0062_at_grt: "false"
  unconstrained_endpoints: 1612
  timing.final.ws_setup_ps: 3853
  timing_worst_slew_pin_value_ps: 1518
  unclocked_regs: 107
route:
  drc: 0
  wl_per_cell_um: 34.57
  routed-via-count: 258900
  drt-initial-drc-count: 21650
  detail_route.wirelength_um: 1736000
  firstDrtPassIters: 6
  antenna_violating_nets_post_route: 0
  routed_via_density: 5.156
synthesis:
  yosys.cell_types.count: 101
  synthesis.instances: 19500
  synth.avg_cell_area_um2: 20.54
  synth-warning-count: 2
  synth-edff-count: 9760
  synth.cell_area_um2: 400600
  asyncSetResetFlopFracSynth_pct: 0
  synth_top_flop_cell: "edfxtp_1"
  ffs_latches_synth: 9994
  ys_area_um2: 400600
  synth-cells-yosys: 19500
pwr:
  vdd_ir_drop_max_mv: 0.07834
  power_per_cell_area_nw_per_um2: 99.58
  total_power_w: 0.05081
  cellLeakagePower_nw: 200.7
hold_path:
  hold_path_end: "CACHE.inner_dirty[47]$_DFF_N_"
  hold_class: "reg -> reg"
  whs_path_depth: 2
  hold_start: "CACHE.inner_dirty[47]$_DFF_N_"
job:
  openroad_warning_count: 1045
  maxCapViolations: 1
run_status:
  result_of_the_run: "finished, violations left"
  violations_in_the_final_reports: "max-capacitance violations, max-slew violations"
area by class of cell:
class / instances / area, um^2 / share of cell area [%]
clock inverter: 10640 / 44340 / 8.689
clock buffer: 1195 / 29890 / 5.858
sequential: 9994 / 297300 / 58.26
tap: 17680 / 22120 / 4.335
inverter: 20 / 101.3 / 0.01986
multi-input combinational: 8199 / 101000 / 19.79
timing repair buffer: 1726 / 13650 / 2.676
antenna: 763 / 1909 / 0.3742
state kept, by name, summed over array words and instances (netlist names), 23 cells and up:
name                count
CACHE.dout             32
CACHE.inner_data     8192
CACHE.inner_dirty      64
CACHE.inner_recent     32
CACHE.inner_tag      1472
CACHE.inner_valid      64
CACHE.tag              23
cache_addr             32
cache_din              32
mem_addr_o             30
cell families after synthesis:
family	count (synthesis)	share of synthesized area [%]
buffers and inverters	1312	1.546
adders and majority gates	9	0.02749
and+or+nand+nor	2499	2.657
latches	107	0.4019
muxes	3752	18.47
other	1	0.0009361
xor gates and xnor gates	45	0.09839
AOI/OAI and AO/OA	1892	3.001
DFF	9887	73.80
Yosys cell counts, drive strengths merged, types with 10 or more instances:
cell / instances / area share [%]
edfxtp: 9760 / 73
mux4: 2899 / 16
nand2: 987 / 0.93
nor2: 933 / 0.88
mux2i: 716 / 1.8
buf: 714 / 0.99
a21oi: 618 / 0.77
clkbuf: 577 / 0.54
o22ai: 289 / 0.45
o21ai: 275 / 0.34
nand3: 248 / 0.31
mux2: 137 / 0.39
a22oi: 136 / 0.25
dfxtp: 127 / 0.63
dlxtn: 107 / 0.40
a31oi: 98 / 0.15
a221oi: 80 / 0.17
nor4: 60 / 0.10
a22o: 56 / 0.12
nor3: 51 / 0.065
nand4: 41 / 0.064
o221ai: 39 / 0.087
a211oi: 37 / 0.069
a2111oi: 35 / 0.080
o211ai: 34 / 0.065
and3: 33 / 0.052
xnor2: 31 / 0.068
or4: 30 / 0.057
a32oi: 24 / 0.052
o22a: 21 / 0.046
or3: 21 / 0.034
and2: 19 / 0.030
inv: 19 / 0.018
nor2b: 18 / 0.028
o2111ai: 16 / 0.037
o31ai: 16 / 0.030
nand2b: 15 / 0.023
o311ai: 15 / 0.033
o21a: 14 / 0.026
xor2: 14 / 0.031
and4: 13 / 0.028
a21o: 12 / 0.022
o31a: 10 / 0.022
layout by cell type, fill, tap and decap left out, drive strengths merged, types with 80 or more instances in the layout:
master,netlist,layout
o21ai,275,275
a31oi,98,98
o22ai,289,289
mux2,137,137
diode,0,763
a221oi,80,80
buf,714,1523
nand3,248,248
bufinv,0,133
inv,19,10230
a22oi,136,136
a21oi,618,618
clkinvlp,0,261
clkbuf,577,1195
nor2,933,933
mux4,2899,2899
clkdlybuf4s50,0,203
dlxtn,107,107
dfxtp,127,127
edfxtp,9760,9760
mux2i,716,716
nand2,987,987
where the power goes:
group,internal (W),switching (W)
Combinational,0.0000224,0.0000211
Clock,0.0151,0.0132
Sequential,0.0225,0.000000307
Total,0.0376,0.0132
worst max path at each step:
stage | endpoint | depth (start not counted)
final | mem_data_o[18] | 1
after global routing | data_r[2] | 1
after CTS | mem_data_o[2] | 1
metrics by stage:
step	utilization, %	cell area [um^2]
global placement	32.59	434200
CTS	38.16	508400
global route	38.27	509800
finish	38.31	510300
detailed placement	32.59	434200
floorplan	-	400600
layer usage:
| layer | vias to the layer above | share of wire [%] | wire length [um] |
|---|---|---|---|
| li1 | 105700 | - | - |
| met1 | 125800 | 27 | 468500 |
| met2 | 22690 | 41 | 709200 |
| met3 | 4282 | 23 | 406900 |
| met4 | 429 | 7.3 | 127200 |
| met5 | - | 1.4 | 23880 |
No activity file was given, so power comes from the tool's default toggle rates.
