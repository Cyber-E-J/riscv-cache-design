## flow/run.sh

```bash
#!/bin/bash
# OpenROAD 26Q1-2900-gdf79404cd8, Yosys 0.63+post, stock flow scripts
make -C /OpenROAD-flow-scripts/flow DESIGN_CONFIG=/design/flow/config.mk WORK_HOME=/design/flow/orfs finish
```

## flow/design.v

```verilog
`timescale 1ns / 1ps
module     Regs(input clk,
				input rst,
				input [4:0] R_addr_A, 
				input [4:0] R_addr_B, 
				input [4:0] Wt_addr, 
				input [31:0]Wt_data, 
				input L_S, 
				output [31:0] rdata_A, 
				output [31:0] rdata_B,
				input [4:0] Debug_addr,          
				output[31:0] Debug_regs         
			  );
reg [31:0] register [1:31]; 				 
integer i;
	assign rdata_A = (R_addr_A == 0)? 0 : register[R_addr_A]; 	  
	assign rdata_B = (R_addr_B == 0)? 0 : register[R_addr_B];     
	always @(negedge clk )          
      begin
		if (rst==1) 	 begin 			 
		    for (i=1; i<32; i=i+1)
		    register[i] <= 0;	 
		end 
		else begin
		     if ((Wt_addr != 0) && (L_S == 1)) 	 
		     register[Wt_addr] <= Wt_data;
		end
	end
    assign Debug_regs = (Debug_addr == 0) ? 0 : register[Debug_addr];                
endmodule
```

## flow/constraint.sdc

```tcl
current_design Regs

set clk_period 18.9
set clk_io_pct 0.2

create_clock -name clk0 -period $clk_period [get_ports {clk}]

set non_clock_inputs [all_inputs -no_clocks]
set_input_delay [expr $clk_period * $clk_io_pct] -clock clk0 $non_clock_inputs
set_output_delay [expr $clk_period * $clk_io_pct] -clock clk0 [all_outputs]
```

## flow/config.mk

```make
export PLATFORM = sky130hd
export DESIGN_NAME = Regs
export DESIGN_NICKNAME = Regs
export VERILOG_FILES = /design/flow/design.v
export SDC_FILE = /design/flow/constraint.sdc
export NUM_CORES = 4
export LEC_CHECK = 1
export CORE_UTILIZATION = 40
```

==> run_summary.xml <==
<?xml version="1.0" encoding="UTF-8"?>
<metrics>
  <group name="outcome">
    <metric name="run_status" unit="">finished clean</metric>
  </group>
  <group name="final_timing">
    <metric name="worstMarginPinSlew" unit="ns">1.05</metric>
    <metric name="fin_tns_setup" unit="ns">0</metric>
    <metric name="hold_violations" unit="">0</metric>
    <metric name="slew-limit-headroom" unit="%">28.2</metric>
    <metric name="rsz_0062_raised_after_global_routing" unit="">no</metric>
    <metric name="report.final.setup_viol" unit="">0</metric>
    <metric name="slew_violations" unit="">0</metric>
  </group>
  <group name="cts">
    <metric name="clock_tree.root_cell" unit="">sky130_fd_sc_hd__clkbuf_16</metric>
    <metric name="tritoncts" unit="">done</metric>
    <metric name="clk_pin_slew" unit="ns">0.03</metric>
    <metric name="post_cts_hold_buffer_count" unit="">0</metric>
    <metric name="cts_post_setup_buffers_inserted" unit="">0</metric>
    <metric name="max-clock-path-buffers" unit="">3</metric>
    <metric name="post_cts_resized" unit="">0</metric>
    <metric name="cts_htree_levels" unit="">3</metric>
    <metric name="cts_made_buffers" unit="">119</metric>
    <metric name="cts_num_sinks" unit="">1024</metric>
  </group>
  <group name="layout">
    <metric name="reg.largest.list" unit="">register x1024</metric>
    <metric name="largest_reg_by_ff_count" unit="">register</metric>
    <metric name="synthToLayoutAreaGrowth" unit="%">18.8</metric>
    <metric name="fin_util" unit="%">48.1</metric>
    <metric name="final_layout_size_suffix_gt1_share" unit="%">22.7</metric>
    <metric name="largest_register_ffs" unit="">1024</metric>
  </group>
  <group name="hold_path">
    <metric name="hp-start" unit="">R_addr_A[0]</metric>
    <metric name="min_delay_worst_endpoint" unit="">rdata_A[10]</metric>
    <metric name="holdCritPathClass" unit="">primary input to primary output</metric>
    <metric name="hold_path_depth" unit="">4</metric>
  </group>
  <group name="yosys">
    <metric name="synth-seq-area-share" unit="%">49.1</metric>
    <metric name="synth.most_common_cell" unit="">sky130_fd_sc_hd__edfxtp_1</metric>
    <metric name="netlist.top_cell.by_area" unit="">sky130_fd_sc_hd__edfxtp_1</metric>
    <metric name="synthTopCellsByCount" unit="">sky130_fd_sc_hd__edfxtp_1 (1024), sky130_fd_sc_hd__and2_1 (1013), sky130_fd_sc_hd__mux4_2 (657)</metric>
    <metric name="mappedNetlistArea" unit="um^2">62700</metric>
    <metric name="number_of_synthesized_flops_with_an_enable_pin" unit="">1024</metric>
    <metric name="synth.distinct_cells" unit="">41</metric>
    <metric name="yosys_warnings" unit="">1</metric>
    <metric name="synthesis.instances" unit="">4263</metric>
    <metric name="yosys-stat-cells" unit="">4263</metric>
    <metric name="top_area_share" unit="%">49.1</metric>
    <metric name="ys_seq_elements" unit="">1024</metric>
    <metric name="top_cells_by_area" unit="">sky130_fd_sc_hd__edfxtp_1 (49%), sky130_fd_sc_hd__mux4_2 (24%), sky130_fd_sc_hd__and2_1 (10%), sky130_fd_sc_hd__mux2i_1 (5.0%), sky130_fd_sc_hd__clkbuf_1 (1.9%)</metric>
    <metric name="synth_chip_area" unit="um^2">62700</metric>
    <metric name="dominantRegCellSynth" unit="">sky130_fd_sc_hd__edfxtp_1</metric>
    <metric name="post_synth.cell_area_avg" unit="um^2">14.7</metric>
    <metric name="synth_async_reset_ratio" unit="%">0</metric>
  </group>
  <group name="floorplan">
    <metric name="core.rowCount" unit="">144</metric>
    <metric name="overall_die_area" unit="um^2">158000</metric>
    <metric name="io_pins" unit="">151</metric>
    <metric name="initial_core_util" unit="%">40.5</metric>
    <metric name="chipHeight" unit="um">398</metric>
    <metric name="core_area" unit="um^2">155000</metric>
    <metric name="die_width" unit="um">398</metric>
  </group>
  <group name="drt">
    <metric name="first_pass_iters" unit="">5</metric>
    <metric name="wire_per_inst" unit="um">31.3</metric>
    <metric name="avgViaCountPerCell" unit="">6.01</metric>
    <metric name="postRouteWirelength" unit="mm">233</metric>
    <metric name="vias" unit="">44778</metric>
    <metric name="antenna_violating_nets_post_route" unit="">0</metric>
    <metric name="drt-initial-drc-count" unit="">3234</metric>
    <metric name="route.detailed.drc" unit="">0</metric>
  </group>
  <group name="run">
    <metric name="stage_log_warnings" unit="">1027</metric>
    <metric name="cap_viol_max_count" unit="">0</metric>
  </group>
  <group name="pwr">
    <metric name="lkg_pwr" unit="nW">29.6</metric>
    <metric name="power.combinational.fraction" unit="%">13.8</metric>
    <metric name="total_power" unit="mW">7.03</metric>
    <metric name="power_density" unit="nW/um^2">94.5</metric>
    <metric name="sw_frac_of_total" unit="%">31.1</metric>
    <metric name="pwr-share-clk" unit="%">47.0</metric>
    <metric name="relative_contribution_of_sequential_cells_to_total_power" unit="%">39.2</metric>
    <metric name="irDropWorstVdd" unit="mV">0.0848</metric>
    <metric name="power_switching" unit="mW">2.19</metric>
    <metric name="internal-power" unit="mW">4.85</metric>
  </group>
  <group name="critical_path">
    <metric name="crit_slowest_cell" unit="">sky130_fd_sc_hd__a2111oi_0</metric>
    <metric name="timing.critical_path.arrival" unit="ns">13.15</metric>
    <metric name="critPathKind" unit="">flop to primary output</metric>
    <metric name="critPathCaptureType" unit="">primary output</metric>
    <metric name="critPathMaxFanout" unit="">3</metric>
    <metric name="crit_path_cell_trace" unit="">mux4_2 &gt; a22o_1 &gt; a2111oi_0 &gt; buf_4 &gt; a211oi_1 &gt; clkdlybuf4s50_1</metric>
    <metric name="critical_path.startpoint_type" unit="">flop</metric>
    <metric name="cp_data_required_time" unit="ns">15.12</metric>
    <metric name="critical_path.max_stage_delay" unit="ns">0.91</metric>
  </group>
  <group name="global_routing">
    <metric name="antenna_found_initial" unit="">8</metric>
    <metric name="combined_global_route_utilization_of_all_metal_layers" unit="%">32.2</metric>
    <metric name="grt_first_pass_wirelength" unit="mm">333</metric>
    <metric name="grt_start_max_net_pins" unit="">78</metric>
    <metric name="grt-ovfl-total" unit="">0</metric>
    <metric name="first_global_vias" unit="">49343</metric>
  </group>
  <group name="placed_design">
    <metric name="gp_congestion" unit="">0.988</metric>
    <metric name="numPortBuffers" unit="">150</metric>
    <metric name="hpwlAfterDp" unit="mm">149</metric>
  </group>
</metrics>
==> how the worst max path moves through the flow <==
stage                    start              to  slack (ns)  depth (start not counted)
CTS           register[14][15]  Debug_regs[15]        2.02                          7
global route   register[10][6]   Debug_regs[6]        1.80                          6
finish        register[10][20]  Debug_regs[20]        1.97                          6
==> per-stage QoR <==
stage / hold slack, ns / setup WS (ns) / std cells / cell area (um^2)
global route: 8.58 / 1.80 / 7442 / 74400
finish: 8.53 / 1.97 / 7447 / 74400
floorplan: 7.78 / 4.09 / 4294 / 62800
global placement: 8.54 / 2.15 / 6204 / 66500
CTS: 8.55 / 2.02 / 7442 / 74400
detailed placement: 8.57 / 2.21 / 6204 / 66500
==> worst max-delay path: cells and delay by family (launching register included) <==
kind                   cells  cell delay [ns]
multiplexers               1             0.48
flip-flops                 1             0.44
buffers and inverters      2             0.72
AND-OR/OR-AND              3             1.31
==> cell type report <==
type                            count  area [um^2]
Antenna cell                        5         12.5
Clock buffer                      123         3080
Clock inverter                   1116         4880
Fill cell                       13017        80300
Inverter                            3         11.3
Multi-Input combinational cell   2774        30000
Sequential cell                  1024        30700
Tap cell                         2044         2560
Timing Repair Buffer              358         3110
==> layout by cell type (no fill, tap or decap), types with 32 or more instances in the layout <==
| master | count |
|---|---|
| sky130_fd_sc_hd__a211oi_1 | 43 |
| sky130_fd_sc_hd__a21oi_1 | 65 |
| sky130_fd_sc_hd__a22o_1 | 35 |
| sky130_fd_sc_hd__a22oi_1 | 106 |
| sky130_fd_sc_hd__and2_1 | 1011 |
| sky130_fd_sc_hd__buf_4 | 205 |
| sky130_fd_sc_hd__clkbuf_16 | 123 |
| sky130_fd_sc_hd__clkdlybuf4s50_1 | 135 |
| sky130_fd_sc_hd__conb_1 | 32 |
| sky130_fd_sc_hd__edfxtp_1 | 1024 |
| sky130_fd_sc_hd__inv_1 | 1048 |
| sky130_fd_sc_hd__mux2_2 | 67 |
| sky130_fd_sc_hd__mux2i_1 | 312 |
| sky130_fd_sc_hd__mux4_2 | 657 |
| sky130_fd_sc_hd__nor2_4 | 32 |
| sky130_fd_sc_hd__nor2b_1 | 44 |
| sky130_fd_sc_hd__nor3_1 | 45 |
| sky130_fd_sc_hd__o22ai_1 | 99 |
| sky130_fd_sc_hd__or2_2 | 34 |
==> power by group through the flow <==
stage | combinational [mW] | sequential (mW) | clock [mW]
global route | 1.02 | 2.77 | 3.65
CTS | 0.953 | 2.75 | 3.39
finish | 0.971 | 2.76 | 3.31
==> logic make-up (layout without fill, tap and decap cells) <==
group / Yosys count / after routing / share of synthesized area (%)
buf+inv: 496 / 1600 / 3.71
simple gates: 1269 / 1269 / 12.4
flops: 1024 / 1024 / 49.1
other cells: 1 / 37 / 0.00599
compound gates: 437 / 437 / 5.04
mux: 1036 / 1036 / 29.8
==> layer usage <==
layer | vias to the layer above | global-route usage, % | part of all wire, %
li1 | 18974 | - | -
met1 | 22148 | 36.3 | 32
met2 | 3117 | 43.3 | 44
met3 | 507 | 28.9 | 20
met4 | 32 | 11.7 | 3.4
met5 | - | 5.69 | 0.55
Power figures rest on the tool's default switching activity, not on a simulated workload.
